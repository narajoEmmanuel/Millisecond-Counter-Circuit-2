--- flow/config.mk ---
export PLATFORM = sky130hd
export DESIGN_NAME = main
export DESIGN_NICKNAME = main
export VERILOG_FILES = /design/flow/design.v
export SDC_FILE = /design/flow/constraint.sdc
export NUM_CORES = 4
export LEC_CHECK = 1
export CORE_AREA = 10 10 70 70
export DIE_AREA = 0 0 80 80
--- flow/constraint.sdc ---
current_design main

set clk_period 1.5
set clk_io_pct 0.2

create_clock -name clk0 -period $clk_period [get_ports {CLK}]

set non_clock_inputs [all_inputs -no_clocks]
set_input_delay [expr $clk_period * $clk_io_pct] -clock clk0 $non_clock_inputs
set_output_delay [expr $clk_period * $clk_io_pct] -clock clk0 [all_outputs]
--- flow/run.sh ---
#!/bin/bash
# OpenROAD 26Q1-2900-gdf79404cd8, Yosys 0.63+post, stock flow scripts
make -C /OpenROAD-flow-scripts/flow DESIGN_CONFIG=/design/flow/config.mk WORK_HOME=/design/flow/orfs finish
--- flow/design.v ---
`timescale 1ns / 1ps
module Bloque_convertidor(
   input A,B,C,D,
   output F3,F2,F1,F0
    );
    assign F3=(B&&C)||(A)||(B&&D);
    assign F2=(A&&D)||(B&&~C&&~D);
    assign F1=(~B&&C)||(C&&D)||(A&&~D);
    assign F0=(A&&~D)||(~A&&~B&&D)||(B&&C&&~D);
endmodule
`timescale 1ns / 1ps
module FF_D(
    input CLK,RST,En,D,
    output reg out
    );
    always @(posedge CLK)
      if (RST) begin
         out <= 1'b0;
      end else if (En) begin
         out <= D;
      end
endmodule
`timescale 1ns / 1ps
module comparador_5(
    input CLK,
    input [4:0] A,B,
    output out
    );
    reg salida = 1'b0;
   always @(posedge CLK)
      if (A == B)
         salida <= 1'b1;
      else
         salida <= 1'b0;
   assign out=salida;
endmodule
`timescale 1ns / 1ps
module contador_5(
    input CLK,RST,En,
    output reg [4:0] out
    );
   always @(posedge CLK)
      if (RST)
         out <= 5'b00000;
      else if (En)
         out <= out + 1'b1;
endmodule
`timescale 1ns / 1ps
module convertidor(
   input [6:0] S,
   input carry,
   output [9:0] Y
    );
    wire [3:0] O1,O2,O3,O4,O5,O6,O7;
    Bloque_convertidor bl1(0,carry,S[6],S[5],O1[3],O1[2],O1[1],O1[0]);
    Bloque_convertidor bl2(O1[2],O1[1],O1[0],S[4],O2[3],O2[2],O2[1],O2[0]);
    Bloque_convertidor bl3(O2[2],O2[1],O2[0],S[3],O3[3],O3[2],O3[1],O3[0]);
    Bloque_convertidor bl4(0,O1[3],O2[3],O3[3],O4[3],O4[2],O4[1],O4[0]);
    Bloque_convertidor bl5(O3[2],O3[1],O3[0],S[2],O5[3],O5[2],O5[1],O5[0]);
    Bloque_convertidor bl6(O4[2],O4[1],O4[0],O5[3],O6[3],O6[2],O6[1],O6[0]);
    Bloque_convertidor bl7(O5[2],O5[1],O5[0],S[1],O7[3],O7[2],O7[1],O7[0]);
    assign Y={O4[3],O6[3],O6[2],O6[1],O6[0],O7[3],O7[2],O7[1],O7[0],S[0]};
endmodule
`timescale 1ns / 1ps
module main(
    input CLK,Reset,Pulse,
    output [3:0] Units,Tens
    );
    wire RST;
    wire [4:0] sal_Cont4;
    wire sal_Comp4;
    wire sal_FF4;
    wire [4:0] sal_Cont20;
    wire sal_Comp20;
    wire [9:0]out;
    assign RST = Reset;
    contador_5 cont4(CLK,RST|~Pulse,Pulse,sal_Cont4);
    comparador_5 comp4(CLK,sal_Cont4,4,sal_Comp4);
    FF_D ffOF(CLK,RST|sal_FF4,~Pulse,1,sal_ffOF);
    FF_D ff4(CLK,RST,sal_ffOF ,sal_Comp4,sal_FF4);
    contador_5 cont20(CLK,RST|(sal_FF4 & sal_Comp20),sal_FF4,sal_Cont20);
    comparador_5 comp20(CLK,sal_Cont20,20,sal_Comp20);
    convertidor conv({0,0,sal_Cont20},0,out);
    assign Tens=out[7:4];
    assign Units =out[3:0];
endmodule
==> flow_metrics.tcl <==
# implementation run metrics
set metrics [dict create \
    clk_pin_slew_ps 80 \
    stdcell_area_um2 963.4 \
    critPathArrivalTime_ps 1270 \
    p_total_w 0.0006575 \
    cts_tree "built" \
    ir_drop_mv 0.4229 \
    ys_types 26 \
    routabilityCongestion 0.7538 \
    fp-utilization 0.2165 \
    ant_nets 0 \
    p_sw_w 0.0001287 \
    p_int_w 0.0005288 \
    final.setup.worst_slack_ps -73.18 \
    whs_ps 457.4 \
    skew_ps 2.479 \
    critPathLaunchType "flop" \
    syn_area_per_cell_um2 9.129 \
    die_y_um 80 \
    antenna_found_initial 0 \
    grt_start_max_net_pins 9 \
    coreArea_mm2 0.003416 \
    setup_viol 2 \
    dp_slack_ps -173.1 \
    ioPinCount 11 \
    p_seq_frac 0.569 \
    finalCritPeriodShare 1.049 \
    drv_slew 0 \
    drt_wl_total_um 1284 \
    firstDrtPassIters 4 \
    log.warning_count 29 \
    syn2layout_area_growth_pct 30.29 \
    drc 0 \
    drtIter0Drc 3 \
    min_path_type "reg2reg" \
    ys.flops 14 \
    ys_warn_count 11 \
    wl_per_cell_um 9.042 \
    drive_gt1_frac 0.3646 \
    dpl_cell_area_um2 868.3 \
    worst_path_largest_cell_delay_ps 370 \
    crit_required_ps 1200 \
    yosys-stat-area_um2 739.5 \
    ys_cells 81 \
    grt_overflow_total 0 \
    track_usage 0.04272 \
    ys_async_sr_fraction 0 \
    fmax_ghz 0.6357 \
    violations "negative setup slack" \
    dp_hpwl_um 936.8 \
    cts.path.max_buffers 2 \
    edf_count 0 \
    grt_pass1_vias 531 \
    hold_viol 0 \
    p_leak_nw 0.3903 \
    path_cells "nand2b_4 -> mux2_2 -> mux2i_1 -> buf_2" \
    utilization 0.2821 \
    cts_buffers 3 \
    pwr-share-comb 0.033 \
    die_w_um 80 \
    critPathMaxFanout 5 \
    p_per_area_mw_per_mm2 682.5 \
    rows 21 \
    cpMaxStageDelayCell "dfxtp_4" \
    status "finished with violations" \
    ys_seq_share 0.3790 \
    viasPerCell 3.824 \
    clkLatencyLatePin_ps 270 \
    clock-sinks 14 \
    syn_inst 81 \
    cts_max_level 1 \
    syn_area_um2 739.5 \
    holdBufCountCts 0 \
    cap_violations 0 \
    path_class "reg2out" \
    finalCriticalPeriod_ps 1573 \
    worstSetupEndpointType "primary output" \
    vias 543 \
    fillCellCount 380 \
    rsz0062_at_grt "yes" \
    antenna_cells 0 \
    root_buffer "clkbuf_4" \
    flop_cell "dfxtp_1" \
    io_buffers 8 \
    grt_first_pass_wirelength_um 2270 \
    power.share.clock 0.398 \
    p_sw_frac 0.1957 \
    chipArea_mm2 0.006400 \
]
## flip-flops by register name (all words and copies together) (netlist names)
signal,count
comp20.salida,1
comp4.salida,1
cont4.out,5
cont20.out,5
ffOF.out,1
ff4.out,1
## metal layers
metal  global-route usage  vias up  share of wire
met5                    0        -              0
met4             0.003521        0         0.0078
met3              0.02727        2          0.088
met2              0.07063       11           0.46
met1              0.04694      249           0.44
li1                     -      281              -
## cell usage after synthesis, drive strengths merged (2+ instances only)
library cell	count	share of area
dfxtp	14	0.38
nor2	11	0.056
buf	10	0.11
inv	6	0.030
xor2	5	0.059
ha	4	0.068
nand2	4	0.020
nand2b	4	0.054
mux2i	3	0.041
nand3	3	0.020
xnor2	3	0.036
nand4	2	0.017
nor2b	2	0.017
## cell families (layout without fill, tap and decap cells)
kind of cell	after synthesis	in the layout	synth area share
XOR/XNOR	8	8	0.09476
flip-flops	14	14	0.3790
AND-OR/OR-AND	6	6	0.05416
AND/OR/NAND/NOR	28	28	0.2047
multiplexers	4	4	0.05584
adder cells (fa/ha/maj)	4	4	0.06768
buffers and inverters	16	30	0.1387
other	1	2	0.005071
## final cells by class
cell class / instances / area [um^2] / share of cell area
well taps: 46 / 57.56 / 0.05974
repair buffers: 20 / 160.2 / 0.1662
flip-flops and latches: 14 / 294.0 / 0.3052
clock buffers: 4 / 36.28 / 0.03766
inverters: 6 / 22.52 / 0.02338
multi-input cells: 52 / 392.9 / 0.4078
## path summary, 6_finish.rpt
path	startpoint	to	slack [ps]	cells after the start
hold reg to reg	cont4.out[4]	comp4.salida	460	1
setup / recovery	cont20.out[2]	Units[1]	-70	4
setup reg to reg	cont20.out[1]	cont20.out[1]	290	5
hold / removal	cont4.out[4]	comp4.salida	460	1
## placed cells by master (no fill, tap or decap), types with 2 or more instances in the layout
cell type and count:
buf_2 4, xor2_1 5, dfxtp_2 2, xnor2_1 3
buf_6 4, dfxtp_1 9, mux2i_1 3, clkbuf_4 3
nand4_1 2, nand2_1 3, conb_1 2, nand2b_4 3
buf_4 8, inv_1 6, nand3_1 2, nor2_1 11
clkdlybuf4s50_1 3, dfxtp_4 3, ha_1 4
## repair_timing
item	4_1_cts	5_1_grt
endpoints found under the setup margin	6	5
pin swaps	2	1
gates resized	31	4
hold endpoints to repair	0	0
buffers inserted	3	0
## power groups by stage
stage                 registers, W  clock network, W  logic (W)
final                     0.000374          0.000262  0.0000214
after global routing      0.000376          0.000298  0.0000249
after CTS                 0.000376          0.000274  0.0000221
## through the flow
step | TNS, ps | instances
final | -111.8 | 142
after global routing | -370.0 | 142
after CTS | -135.6 | 142
after detailed placement | -452.4 | 135
after global placement | -407.8 | 135
after floorplan | 0 | 82
## critical path: cells and delay by family (launching register included)
family                 cells  cell delay [ps]
DFF                        1              370
buffers and inverters      1              110
and+or+nand+nor            1              160
muxes                      2              370
Power and IR drop assume default switching activity.
